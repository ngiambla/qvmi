`./run.sh`:
```
#!/bin/bash
# OpenROAD 26Q1-2900-gdf79404cd8, Yosys 0.63+post, stock flow scripts
make -C /OpenROAD-flow-scripts/flow DESIGN_CONFIG=/design/flow/config.mk WORK_HOME=/design/flow/orfs finish
```
`./config.mk`:
```
export PLATFORM = sky130hd
export DESIGN_NAME = variableMux
export DESIGN_NICKNAME = variableMux
export VERILOG_FILES = /design/flow/design.v
export SDC_FILE = /design/flow/constraint.sdc
export NUM_CORES = 4
export LEC_CHECK = 1
export CORE_AREA = 10 10 206 206
export DIE_AREA = 0 0 216 216
```
`./constraint.sdc`:
```
current_design variableMux

set clk_period 4.7
set clk_io_pct 0.2

create_clock -name clk0 -period $clk_period

set non_clock_inputs [all_inputs -no_clocks]
set_input_delay [expr $clk_period * $clk_io_pct] -clock clk0 $non_clock_inputs
set_output_delay [expr $clk_period * $clk_io_pct] -clock clk0 [all_outputs]
```
`./design.v`:
```
module mux4to1 (in, sel, out);
	input [3:0] in;
	input [1:0] sel;
	output out;
	assign out = (in[0] & ~sel[1] & ~sel[0]) | (in[1] & ~sel[1] & sel[0]) | (in[2] & sel[1] & ~sel[0]) | (in[3] & sel[1] & sel[0]);
endmodule
module mux8to1(in, sel, out);
	input [7:0] in;
	input [2:0] sel;
	output out;
	wire out0, out1;
	mux4to1 m4to1_0 (in[3:0], sel[1:0], out0);
	mux4to1 m4to1_1 (in[7:4], sel[1:0], out1);
	assign out = (out0 & ~sel[2]) | (out1 & sel[2]); 
endmodule
module mux16to1 (in, sel, out);
	input [15:0] in;
	input [3:0] sel;
	output out;
	wire out0, out1;
	mux8to1 m8to1_0 (in[7:0], sel[2:0], out0);
	mux8to1 m8to1_1 (in[15:8], sel[2:0], out1);
	assign out = (out0 & ~sel[3]) | (out1 & sel[3]);	
endmodule
module mux32to1 (in, sel, out);
	input [31:0] in;
	input [4:0] sel;
	output out;
	wire out0, out1;
	mux16to1 m16to1_0 (in[15:0], sel[3:0], out0);
	mux16to1 m16to1_1 (in[31:16], sel[3:0], out1);
	assign out = (out0 & ~sel[4]) | (out1 & sel[4]);
endmodule
module mux64to1 (in, sel, out);
	input [63:0] in;
	input [5:0] sel;
	output out;
	wire out0, out1;
	mux32to1 m32to1_0 (in[31:0], sel[4:0], out0);
	mux32to1 m32to1_1 (in[63:32], sel[4:0], out1);
	assign out = (out0 & ~sel[5]) | (out1 & sel[5]);
endmodule
module mux128to1 (in, sel, out);
	input [127:0] in;
	input [6:0] sel;
	output out;
	wire out0, out1;
	mux64to1 m64to1_0 (in[63:0], sel[5:0], out0);
	mux64to1 m64to1_1 (in[127:64], sel[5:0], out1);
	assign out = (out0 & ~sel[6]) | (out1 & sel[6]);
endmodule
module mux256to1 (in, sel, out);
	input [255:0] in;
	input [7:0] sel;
	output out;
	wire out0, out1;
	mux128to1 m128to1_0 (in[127:0], sel[6:0], out0);
	mux128to1 m128to1_1 (in[255:128], sel[6:0], out1);
	assign out = (out0 & ~sel[7]) | (out1 & sel[7]);
endmodule
module mux512to1 (in, sel, out);
	input [511:0] in;
	input [8:0] sel;
	output out;
	wire out0, out1;
	mux256to1 m256to1_0 (in[255:0], sel[7:0], out0);
	mux256to1 m256to1_1 (in[511:256], sel[7:0], out1);
	assign out = (out0 & ~sel[8]) | (out1 & sel[8]);
endmodule
module variableMux #(parameter INWIDTH=512, parameter SELWIDTH=9) (din, sel, qout);
	input [INWIDTH-1:0] din;
	input [SELWIDTH-1:0] sel;
	output qout;
	mux512to1 m0 (din[INWIDTH-1:0], sel[SELWIDTH-1:0], qout);
endmodule
module mux512 (din, sel, clk, qout);
	parameter INWIDTH = 512, SELWIDTH = 9;
	input [INWIDTH-1:0] din;
	input [SELWIDTH-1:0] sel;
	input clk;
	output reg qout;
	reg [INWIDTH-1:0] din_reg;
	wire [INWIDTH-1:0] mux_in;
	wire [SELWIDTH-1:0] sel_in;
	wire mux_out;
	reg qreg0, qreg1, qreg2, qreg3, qreg4, qreg5, qreg6  ;
	reg [INWIDTH-1:0] din_pipeline_reg0, din_pipeline_reg1, din_pipeline_reg2, din_pipeline_reg3, din_pipeline_reg4, din_pipeline_reg5, din_pipeline_reg6  ;
	reg [SELWIDTH-1:0] sel_reg, sel_pipeline_reg0, sel_pipeline_reg1, sel_pipeline_reg2, sel_pipeline_reg3, sel_pipeline_reg4, sel_pipeline_reg5, sel_pipeline_reg6  ;
	assign mux_in = din_reg;
	assign sel_in = sel_reg;
	mux512to1 # (
		.INWIDTH(512),
		.SELWIDTH(9)
	) mux512to1_0 (
		.din(mux_in),
		.sel(sel_reg),
		.qout(mux_out)
	);
	always @ (posedge clk)
	begin
		qout <= mux_out;
		sel_pipeline_reg0 <= sel;
		sel_pipeline_reg1 <= sel_pipeline_reg0;
		sel_pipeline_reg2 <= sel_pipeline_reg1;
		sel_pipeline_reg3 <= sel_pipeline_reg2;
		sel_pipeline_reg4 <= sel_pipeline_reg3;
		sel_pipeline_reg5 <= sel_pipeline_reg4;
		sel_pipeline_reg6 <= sel_pipeline_reg5;
		sel_reg <= sel_pipeline_reg6;
		din_pipeline_reg0 <= din;
		din_pipeline_reg1 <= din_pipeline_reg0;
		din_pipeline_reg2 <= din_pipeline_reg1;
		din_pipeline_reg3 <= din_pipeline_reg2;
		din_pipeline_reg4 <= din_pipeline_reg3;
		din_pipeline_reg5 <= din_pipeline_reg4;
		din_pipeline_reg6 <= din_pipeline_reg5;
		din_reg <= din_pipeline_reg6;
	end
endmodule
module muxtop (clk, en, rst, din, sel, qout);
	parameter IPIPE = 1;
	parameter OPIPE = 1;
	input clk;
	input en;
	input rst;
	input [511:0]din;
	input [8:0]sel;
	output qout;
	wire [511:0] din_mux;
	wire [8:0] sel_mux;
	wire qout_mux;
	hyper_pipe #(512, IPIPE) pipe_input (clk, din, din_mux);	
	hyper_pipe #(9, IPIPE) pipe_sel (clk, sel, sel_mux);	
	wire [511:0] din_mux_wire;
	wire [8:0] sel_mux_wire;
	wire [520:0] hyper_in;
	wire [520:0] hyper_out;
	assign hyper_in = {sel_mux, din_mux};
	assign sel_mux_wire = hyper_out [520:512];
	assign din_mux_wire = hyper_out [511:0];
	hyperpipe_vlat #(521,100) hyperpipe0 (clk, hyper_in, hyper_out);
	mux512to1 mux512to1_0 (din_mux_wire, sel_mux_wire, qout_mux);
	hyper_pipe #(1, OPIPE) pipe_output (clk, qout_mux, qout);
endmodule
```
==> run summary <==
The full implementation flow was run.

For this run, the register share of the synthesized area comes to 0. Across every metal layer, demand over resource in global routing totals 0.165. Max-cap violations in this run came to 0. From left edge to right edge, the die measures 216 um. The floorplan die area stands at 0.0467 sq mm.

The cell row count stands at 71. The reported leakage power stands at 4.02 nW. The core region is 0.0378 sq mm.

The routed layout has 6569 vias. In the final routed layout, each cell accounts on average for 26.6 um. The minimum setup slack after placement stands at -41.9 ps. Looking at the setup timing report, the critical path kind is input pin to output pin. The footprint of the flip-flops and latches stands at 0 sq um.

The final count of hold timing violations stands at 0. The worst hold path terminates at qout. The synthesis area per yosys stands at 0.00450 sq mm.

The proportion of layout cells with a drive suffix above 1 stands at 0.167. The script logs the ratio of routed vias to standard cells as 4.36. The HPWL after detailed placement stands at 36500 um. The post-synthesis cell count from yosys stands at 453. The power density over the cells stands at 92.2 mW/mm^2. The max-slew violation count stands at 0. Per the post-run analysis, buffers plus inverters along the critical path come to 3. Setup repair after global routing left no endpoint under its margin. The worst slew slack as a fraction of its limit stands at 0.667. The worst setup path is launched from an input pin.

The fmax stands at 238 MHz. Per the STA report, the cell with the highest stage delay on the worst path is mux2i_1. The weighted congestion reported at the end of routability-driven placement stands at 0.890. Dividing the final minimum period by the clock period gives 0.892. The least setup slack across all paths after layout stands at 506 ps. The distinct cell type count of the synthesized netlist stands at 40. In the final report, the number of endpoints failing setup comes to 0. STA classifies the critical path endpoint as an output pin. The post-synthesis area per instance stands at 9.93 sq um.

Looking at the VDD voltage map, the peak drop is 0.0332 mV. The via count of the first global-routing pass is 7407. 522 I/O pins were placed. In the hold timing report, the worst path depth is 7. The die outline height stands at 216 um.

The initial antenna violation count is 3. For the final routed database, the setup TNS stands at 0 ps. The tally of buffers added on design ports stands at 522. The area growth from synthesis to layout stands at 140%. The run finished with clean final reports.

The design has 0 sequential cells. The routed layout reports a DRC error count of 0. Per the post-route antenna check, the number of violating nets is 0. The core utilization at floorplan stands at 0.119. The data required time reported for the critical path is 3760 ps. The first-pass iteration count of the detailed router stands at 5. The first-pass GRT wire length stands at 54600 um. The maximum cell stage delay along the critical path stands at 470 ps. For the worst min-delay path, the startpoint reported by OpenROAD is sel[3]. Entering global routing, the biggest net connects 30 pins. The number of OpenROAD warnings stands at 32.

After detailed routing, the total wire length is 40100 um. Per STA, the worst path accumulates the most delay in the family AND-OR/OR-AND gates. The data arrival at the endpoint of the critical path stands at 3250 ps. The critical path goes through buf_8 -> buf_12 -> mux2i_1 -> a221oi_1 -> a22oi_1 -> nor2_1 -> a2111oi_2 -> o311ai_1 -> nand4_1 -> a211oi_1 -> dlymetal6s2s_1. The aggregate global routing overflow stands at 0. The worst hold path belongs to the class input pin to output pin.

The time the worst path needs with I/O delays and setup stands at 4190 ps. The number of warnings reported in the yosys synthesis log stands at 0. The pin closest to its max-slew limit shows a slew of 486 ps. The final-layout clock buffer total stands at 0.

The number of buffers added for setup after CTS stands at 0. The combined area of all synthesized cells stands at 0.00450 sq mm. The number of instances in the synthesized netlist stands at 453.

The critical path maximum fanout is 26. In this run, the number of DRC markers left after iteration 0 of detailed routing was 306.
[through the flow]
stage | utilization | std cells | cell area, sq um | power [mW] | hold slack (ps)
after detailed placement | 0.285 | 1506 | 10800 | 1.01 | 3260
final | 0.286 | 1507 | 10800 | 0.995 | 2920
after floorplan | - | 453 | 4500 | 0.346 | 2060
after CTS | 0.285 | 1506 | 10800 | 1.01 | 3270
after global routing | 0.286 | 1506 | 10800 | 1.06 | 3010
after global placement | 0.285 | 1506 | 10800 | 1.01 | 3250
[logic make-up (layout without fill, tap and decap cells)]
family | count (synthesis) | in the layout | share of synthesized area
AOI/OAI and AO/OA | 132 | 132 | 0.220
buffers and inverters | 62 | 604 | 0.0826
other | 0 | 1 | 0
and+or+nand+nor | 73 | 73 | 0.0743
muxes | 186 | 186 | 0.623
[cells in the final DEF (no fill, tap or decap), types with 4 or more instances in the layout]
cell type        netlist  routed
a221oi_1              47      46
nand2_1               27      27
o211ai_1               7       7
mux2i_1              110     110
buf_12                 0      13
nor2_1                17      16
nand3_1               13      13
buf_4                 14      64
clkdlybuf4s50_1        0     517
a21oi_1               15      14
a22oi_1               20      20
mux4_2                75      75
o21ai_0               18      18
nand4_1                4       4
[metal layers]
metal,vias up,part of all wire,global-route usage
met4,4,0.013,0.0170
met2,349,0.50,0.287
met5,-,0.00050,0
li1,3054,-,-
met3,28,0.076,0.0453
met1,3134,0.41,0.206
[cell usage after synthesis (2+ instances only)]
cell	instances	area, sq um
nor2_1	17	63.8
nand4_1	4	25.0
nor4_1	3	18.8
inv_1	5	18.8
a31oi_1	3	18.8
mux4_2	75	1690
a22oi_1	20	150
o31ai_1	2	15.0
nand3_1	13	65.1
o2111ai_1	4	35.0
nand2b_1	2	12.5
o211ai_1	7	52.6
nand2_1	27	101
o21ai_0	18	90.1
a21oi_1	15	75.1
a311oi_1	3	26.3
buf_4	14	105
a221oi_1	47	412
buf_2	15	75.1
mux2i_1	110	1100
nor3_1	2	10.0
clkbuf_1	18	67.6
a21o_1	2	15.0
buf_6	9	101
a211oi_1	3	22.5
[report_power, final]
group	switching, mW	internal (mW)	leakage (nW)	total (mW)
clock	0	0.0000000285	0.00000634	0.0000000285
combinational	0.360	0.635	4.02	0.995
sequential	0	0	0	0
total	0.360	0.635	4.02	0.995
[how the worst max path moves through the flow]
| stage | start | end | slack, ps | depth (start not counted) |
|---|---|---|---|---|
| after CTS | sel[5] | qout | 2 | 12 |
| after global routing | sel[1] | qout | 270 | 12 |
| final | sel[1] | qout | 510 | 11 |
[timing repair]
action,CTS,global route
resized,2,7
endpoints found under the setup margin,1,1
pin swaps,1,0
hold buffers,0,0
[cell type report]
cell class                 count  area [sq um]
timing repair buffer         599          5970
tap                          511           639
fill                        3940         27000
antenna                        1          2.50
multi-input combinational    391          4160
inverter                       5          18.8
Power figures rest on the tool's default switching activity, not on a simulated workload.
